==> flow/design.v <==
module REGFILE
#(
    parameter                REG_NUM = 32
)
(
    input  wire              CLK,
    input  wire              exception,
    input  wire [ 4:0]       r_addr1,
    input  wire [ 4:0]       r_addr2,
    input  wire [ 4:0]       w_addr,
    input  wire              reg_write,
    input  wire [32-1:0] w_data,
    output wire [32-1:0] r_data1,
    output wire [32-1:0] r_data2
);
reg  [32-1:0] regfile [REG_NUM-1:0];
always @(posedge CLK) begin
    if (reg_write == 1'b1 && exception == 1'b0) begin
        if (w_addr != 5'd0) begin
            regfile[w_addr] <= w_data;
        end
    end
end
assign r_data1 = (r_addr1 != 5'd0)? regfile[r_addr1] : {32{1'b0}};
assign r_data2 = (r_addr2 != 5'd0)? regfile[r_addr2] : {32{1'b0}};
endmodule
==> flow/run.sh <==
#!/bin/bash
# OpenROAD 26Q1-2900-gdf79404cd8, Yosys 0.63+post, stock flow scripts
make -C /OpenROAD-flow-scripts/flow DESIGN_CONFIG=/design/flow/config.mk WORK_HOME=/design/flow/orfs finish
==> flow/config.mk <==
export PLATFORM = sky130hd
export DESIGN_NAME = REGFILE
export DESIGN_NICKNAME = REGFILE
export VERILOG_FILES = /design/flow/design.v
export SDC_FILE = /design/flow/constraint.sdc
export NUM_CORES = 4
export LEC_CHECK = 1
export CORE_UTILIZATION = 30
==> flow/constraint.sdc <==
current_design REGFILE

set clk_period 9.8
set clk_io_pct 0.2

create_clock -name clk0 -period $clk_period [get_ports {CLK}]

set non_clock_inputs [all_inputs -no_clocks]
set_input_delay [expr $clk_period * $clk_io_pct] -clock clk0 $non_clock_inputs
set_output_delay [expr $clk_period * $clk_io_pct] -clock clk0 [all_outputs]
==> impl_metrics.toml <==
# physical design summary
[grt]
grt_pass1_vias = 28800
antenna_found_initial = 9
grt_usage_pct = 19.7
grt_pass1_wl_um = 205000
grt_max_degree = 101
grt-ovfl-total = 0

[worst_setup_path]
cp_cell_sequence = "clkdlybuf4s50_1 > and2_4 > buf_4 > a22o_1 > a2111oi_0 > nor3_1 > buf_4 > clkdlybuf4s50_1"
path_class = "input port to output pin"
cp_data_required_time_ns = 7.84
end_kind = "output pin"
start_kind = "input port"
cp_num_buf_inv = 4
worstPathArrival_ns = 6.26
cp_top_family = "buffers and inverters"
cpPeakStageDelay_ns = 0.93
crit_path_max_fanout = 41
cp_slowest_cell = "nor3_1"

[power_and_ir_drop]
power_frac_comb_pct = 9.0
power.leakage_nw = 17.3
p_switching_mw = 2.17
pwr-share-seq_pct = 50.7
internal_power_mw = 7.45
pwr-share-clk_pct = 40.3
switching_share_pct = 22.5
ir_drop_mv = 0.144
powerDensity_nw_per_um2 = 176

[synth]
syn_avg_cell_area_um2 = 19.9
ys_seq_share_pct = 65.2
syn_inst = 2370
synth_flops = 1024
ys_cells = 2370
edf_count = 1024
common_cells = "edfxtp_1, mux4_2, mux2i_1, clkbuf_1, a22o_1"
yosysTopAreaCellShare_pct = 65.2
synth_top_cell_by_count = "edfxtp_1"
synth-async-reset-ratio_pct = 0
yosysWarnings = 1
netlist_area_um2 = 47200
yosys-top-cells-area = "edfxtp_1, mux4_2, mux2i_1"
synth_area_leader_cell = "edfxtp_1"
yosysChipArea_um2 = 47200
synthFlopType = "edfxtp_1"
yosysUniqueCellTypes = 40

[place]
numPortBuffers = 113
routabilityCongestion = 0.887
dpl.hpwl_um = 86400
dpl_cell_area_um2 = 51300
preCtsSetupSlack_ns = 1.78

[timing]
finalMaxSlewViolations = 0
max_freq_mhz = 122
period_used_pct = 83.9
timing.final.ws_setup_ns = 1.58
hold_slack_ns = 2.11
hold_violations = 0
tightest_slew_ns = 1.15
setup_viol = 0
tns_ns = 0
rsz0062_at_grt = "no"
maxSlewHeadroom_pct = 21.0
period_needed_ns = 8.22

[worst_hold_path]
hold_path.class = "input port to flip-flop"

[layout]
design_area_um2 = 54600
top_regs = "regfile x1024"
drive_above_1_share_pct = 30.6
largest_register = "regfile"
regArea_um2 = 30700
largest_reg_flops = 1024
syn_to_final_growth_pct = 15.8
logic_area_um2 = 15700
final_util_pct = 35.0
fillers = 14300

[clock_tree]
ctsHoldBuffers = 0
clkSinkCount = 1024
cts_buffers = 106
cts_tree = "done"
root_buffer = "clkbuf_16"
clockBufferDepth = 3
post_cts_resized = 0
htree_levels = 3
path_clk_slew_ns = 0.06
postCtsSetupBuffers = 0

[route]
drt-wirelength-per-cell_um = 31.0
viasPerCell = 5.53
drtPass1Iterations = 7
drtIter0Drc = 1519
vias = 26000
ant_nets = 0
routed_wl_um = 146000
drc = 0

[floorplan]
io_pins = 114
core-area_um2 = 156000
dieArea_um2 = 159000
fp.dieH_um = 399
rows = 145
fp.dieW_um = 399
fp_util_pct = 30.2

[run]
drv_cap = 0
warnings = 28

[status]
status = "finished, final reports clean"
placed cells by master (no fill, tap or decap), types with 27 or more instances in the layout:
cell,instances
clkdlybuf4s50_1,106
mux2i_1,217
nor2_4,33
a221oi_1,27
edfxtp_1,1024
nor2_1,29
mux2_2,27
a22o_1,67
a211oi_1,41
o22ai_1,59
clkbuf_16,108
buf_4,125
mux4_2,422
conb_1,32
inv_1,28
nor3_1,32
o221ai_1,31
cell type report:
type | count | share of cell area [%]
well taps | 2058 | 4.71
clock inverters | 62 | 0.964
multi-input cells | 1152 | 28.7
flip-flops and latches | 1024 | 56.3
clock buffers | 126 | 5.07
diodes | 3 | 0.0137
repair buffers | 243 | 4.05
inverters | 28 | 0.192
through the flow:
stage	total power, mW	cells
6_report	9.61	4696
2_1_floorplan	5.44	2401
5_1_grt	9.88	4696
4_1_cts	9.68	4693
3_3_place_gp	5.84	4505
3_5_place_dp	5.84	4505
path summary, 6_finish.rpt:
| kind | start | end | slack (ns) | cells after the start |
|---|---|---|---|---|
| worst min-delay path | w_data[12] | regfile[10][12]$_DFFE_PP_ | 2.11 | 2 |
| worst max-delay path | r_addr2[3] | r_data2[17] | 1.58 | 8 |
power groups by stage:
stage         Clock [mW]  Combinational [mW]  Sequential (mW)
CTS                 3.93               0.873             4.87
global route        4.08               0.927             4.88
finish              3.87               0.869             4.87
per-layer routing:
metal	track usage (%)	wire length (um)
met1	20.6	44900
met2	28.8	66500
met3	17.8	29400
met4	4.48	4020
met5	3.66	744
cell families (layout without fill, tap and decap cells):
group	after synthesis	after routing	share of synthesized area, %
other	1	35	0.00795
and+or+nand+nor	143	143	1.53
buffers and inverters	225	459	2.44
muxes	666	666	25.4
DFF	1024	1024	65.2
AOI/OAI and AO/OA	311	311	5.48
No activity file was given, so power comes from the tool's default toggle rates.
