### flow/config.mk
export PLATFORM = sky130hd
export DESIGN_NAME = PCUNIT
export DESIGN_NICKNAME = PCUNIT
export VERILOG_FILES = /design/flow/design.v
export SDC_FILE = /design/flow/constraint.sdc
export NUM_CORES = 4
export LEC_CHECK = 1
export CORE_UTILIZATION = 40
### flow/constraint.sdc
current_design PCUNIT

set clk_period 8.4
set clk_io_pct 0.2

create_clock -name clk0 -period $clk_period [get_ports {CLK}]

set non_clock_inputs [all_inputs -no_clocks]
set_input_delay [expr $clk_period * $clk_io_pct] -clock clk0 $non_clock_inputs
set_output_delay [expr $clk_period * $clk_io_pct] -clock clk0 [all_outputs]
### flow/design.v
module PCUNIT
#(
    parameter   [32-1:0] RST_VEC = 32'd0
)
(
    input  wire              CLK,
    input  wire              RST,
    input  wire              branch,
    input  wire              exception,
    input  wire              mret,
    input  wire [32-1:0] mtvec_or_mepc,  
    input  wire [ 2:0]        pcunit_ops,
    input  wire [ 1:0]        val_eval,
    input  wire [32-1:0] imm_extended,
    output reg  [32-1:0] pc_val,
    output wire              i_misaligned
);
wire [32-1:0] next_pc_val;
always @(posedge CLK) begin
    if (RST == 1'b1) begin
        pc_val <= RST_VEC;
    end
    else if (exception == 1'b1) begin
        pc_val <= mtvec_or_mepc;         
    end
    else if (mret == 1'b1) begin
        pc_val <= mtvec_or_mepc + 3'd4;  
    end
    else begin
        pc_val <= next_pc_val;
    end
end
assign next_pc_val = set_next_pc_val(branch,
                             pcunit_ops,
                             val_eval,
                             pc_val,
                             imm_extended);
assign i_misaligned = (next_pc_val%4 == 0)? 0 : 1;
function [32-1:0] set_next_pc_val;
input                 b;
input    [ 2:0]       ops;
input    [ 1:0]       eval;
input    [32-1:0] pc_current;
input    [32-1:0] imm;
begin
    if (b == 1'b1) begin
        case (ops)
            3'b000: begin
                if (eval == 2'b00) begin
                    set_next_pc_val = pc_current + imm;
                end
                else begin
                    set_next_pc_val = pc_current + 3'd4;
                end
            end
            3'b001: begin
                if (eval != 2'b00) begin
                    set_next_pc_val = pc_current + imm;
                end
                else begin
                    set_next_pc_val = pc_current + 3'd4;
                end
            end
            3'b010: begin
                if (eval == 2'b01) begin
                    set_next_pc_val = pc_current + imm;
                end
                else begin
                    set_next_pc_val = pc_current + 3'd4;
                end
            end
            3'b011: begin
                if (eval==2'b10 || eval==2'b00) begin
                    set_next_pc_val = pc_current + imm;
                end
                else begin
                    set_next_pc_val = pc_current + 3'd4;
                end
            end
            3'b100: begin
                if (eval == 2'b01) begin
                    set_next_pc_val = pc_current + imm;
                end
                else begin
                    set_next_pc_val = pc_current + 3'd4;
                end
            end
            3'b101: begin
                if (eval==2'b10 || eval==2'b00) begin
                    set_next_pc_val = pc_current + imm;
                end
                else begin
                    set_next_pc_val = pc_current + 3'd4;
                end
            end
        endcase
    end
    else begin
        set_next_pc_val = pc_current + 3'd4;
    end
end
endfunction
endmodule
### flow/run.sh
#!/bin/bash
# OpenROAD 26Q1-2900-gdf79404cd8, Yosys 0.63+post, stock flow scripts
make -C /OpenROAD-flow-scripts/flow DESIGN_CONFIG=/design/flow/config.mk WORK_HOME=/design/flow/orfs finish
==> impl_metrics.json <==
{
  "rows": 37,
  "drtAntennaViolNets": 0,
  "rsz0062_at_grt": "false",
  "cts_buffer_depth": 2,
  "num_vias": 4993,
  "power_density_mw_per_mm2": 108,
  "fin_cells": 850,
  "reg_top3": "pc_val: 32 flops",
  "post_cts.repair.setup_buffers": 0,
  "yosys_warnings": 1,
  "min_period_ps": 5590,
  "holdBufCountCts": 0,
  "final.fill_count": 1048,
  "p_leak_nw": 2.16,
  "worstPathMaxFanout": 26,
  "drc": 0,
  "diodes": 0,
  "seq_area_um2": 641,
  "cp-startpoint": "pcunit_ops[2]",
  "r2r_slack_ps": 5320,
  "critPathBufInv": 3,
  "max-cap-violations": 0,
  "logic_area_mm2": 0.00353,
  "ys_area_mm2": 0.00435,
  "synthCells": 621,
  "critPathMaxStageDelay_ps": 480,
  "period_used_pct": 66.6,
  "largest_register_ffs": 32,
  "vias_per_cell": 5.87,
  "crit_chain": "clkdlybuf4s50_1 -> and2_1 -> o31ai_1 -> o2111a_1 -> buf_4 -> nor3_1 -> nor2_1 -> clkdlybuf4s50_1",
  "top_cells_by_count": "a21oi_1 (67), nand2_1 (67), nor2_1 (52)",
  "yosys-top-cells-area": "dfxtp_1 (15%), ha_1 (9.5%), a21oi_1 (7.7%), nand2_1 (5.8%), xor2_1 (5.6%)",
  "firstDrtPassIters": 5,
  "synth-seq-cells": 32,
  "wirelength_mm": 14.7,
  "grt_first_pass_wirelength_mm": 23.3,
  "synthArstFlopShare_pct": 0,
  "top_cell_area_share_pct": 14.7,
  "required_ps": 6720,
  "critical_path_class": "in -> out",
  "finalSetupViolCount": 0,
  "maxSlewViolCount": 0,
  "seq_area_frac_synth_pct": 14.7,
  "cts_buffers": 5,
  "cts_root_buf": "clkbuf_8",
  "reg2reg_from": "pc_val[12]$_SDFF_PP0_",
  "synth_area_mm2": 0.00435,
  "warning_count": 25,
  "chipHeight_um": 106,
  "h-tree-depth": 2,
  "antenna_found_initial": 0,
  "drive_above_1_share_pct": 4.48,
  "drt_iter0_markers": 287,
  "fin_tns_setup_ps": 0,
  "synth-edff-count": 0,
  "worst_setup_path_start_kind": "input pin",
  "cts_resized": 0,
  "clk_latency_ps": 280,
  "portBuffers": 106,
  "grt_max_degree": 43,
  "initial_utilization_pct": 41.7,
  "regMostFlops": "pc_val",
  "max_freq_mhz": 179,
  "slew_headroom_pct": 50.1,
  "dp_cells": 842,
  "worst_pin_slew_ps": 742,
  "outcome": "complete, no violations",
  "grt_pass1_vias": 4308,
  "cp_slowest_cell": "clkdlybuf4s50_1",
  "die_w_um": 106,
  "final_hold_viol_count": 0,
  "yosysCellCount": 621,
  "fp.dieArea_mm2": 0.0113,
  "endpoint": "i_misaligned",
  "crit_family": "buffers and inverters",
  "finalPower_mw": 0.603,
  "clock-sinks": 32,
  "top_area_cell": "dfxtp_1",
  "min_path_type": "reg -> reg",
  "cp_common_cell": "clkdlybuf4s50_1",
  "avgSynthCellArea_um2": 7.00,
  "path_clk_slew_ps": 60,
  "ios": 107,
  "rr_endpoint": "pc_val[31]$_SDFF_PP0_",
  "post_drt_wl_per_cell_um": 17.3,
  "area_growth_pct": 28.4,
  "gp_congestion": 0.901,
  "cp.depth": 8,
  "core_mm2": 0.0104,
  "tritoncts": "built",
  "yosysUniqueCellTypes": 68,
  "cp-end-kind": "output port",
  "fin_skew_ps": 7.10,
  "crit_arrival_ps": 3910,
  "flop_cell": "dfxtp_1",
  "hpwl_mm": 11.6,
  "grt_util_all_layers_pct": 26.7,
  "worst_r2r_path_depth": 9,
  "peakVddDrop_mv": 0.0697,
  "grt_remaining_overflow": 0,
  "utilization_pct": 53.6
}
routing by layer:
layer	up-vias	routed length (µm)	global-route usage [%]	share of wire [%]
met4	0	255	3.27	1.7
met5	-	0	0	0
li1	2545	-	-	-
met1	2260	7530	45.3	51
met2	175	5880	36.9	40
met3	13	1030	2.75	7.0
tightest hold or removal path, delay by kind of cell (launching register included):
kind | cells | cell delay [ps]
DFF | 1 | 340
AOI/OAI and AO/OA | 1 | 80
and+or+nand+nor | 1 | 60
cell families after synthesis:
group | count (synthesis) | share of synthesized area (%)
adders and majority gates | 34 | 9.96
and+or+nand+nor | 233 | 26.0
buffers and inverters | 40 | 4.12
AOI/OAI and AO/OA | 226 | 33.8
muxes | 4 | 0.921
xor gates and xnor gates | 52 | 10.5
DFF | 32 | 14.7
worst min path at each step:
stage / from / endpoint / cells past startpoint
after CTS: pc_val[0]$_SDFF_PP0_ / pc_val[0]$_SDFF_PP0_ / 2
after global routing: pc_val[0]$_SDFF_PP0_ / pc_val[0]$_SDFF_PP0_ / 2
final: pc_val[0]$_SDFF_PP0_ / pc_val[0]$_SDFF_PP0_ / 2
placed cells by master, fill, tap and decap left out, drive strengths merged, types with 13 or more instances in the layout:
cell and instances:
a31oi 15, xor2 28, clkdlybuf4s50 106, dfxtp 32, nand2 67, nand3 31, o21ai 43, a21oi 68
a211oi 15, and3 14, nor2 52, ha 33, xnor2 24, a21o 17, inv 13, nor3 18
report_power, final:
group	switching [mW]	internal [mW]
clock network	0.0573	0.0668
registers	0.0227	0.164
logic	0.151	0.141
total	0.231	0.372
area by class of cell:
| type | count | share of cell area [%] |
|---|---|---|
| timing repair buffer | 112 | 19.8 |
| sequential | 32 | 11.5 |
| clock buffer | 8 | 1.61 |
| tap | 136 | 3.05 |
| multi-input combinational | 549 | 63.2 |
| inverter | 13 | 0.874 |
stage by stage:
step	hold slack, ps	cell area [µm²]	worst slack (ps)
final	520	5580	2810
after global routing	573	5580	2710
after global placement	514	5490	2850
after detailed placement	514	5490	2830
after CTS	521	5580	2820
after floorplan	475	4350	3730
